==> flow/design.v <==
module Fetch (Sig_NextInst,rst,MAR);
	input Sig_NextInst;  
	input rst;  
	output reg [31:0] MAR;  
	reg [31:0] PC = 32'h0;
	assign MAR = PC;
	always @(posedge rst, posedge Sig_NextInst) begin
		if(rst)	begin
			PC=0;	 
		end
		else begin
			if(Sig_NextInst) begin
				PC = PC+4;
			end
		end
	end
endmodule
module Fetch_tb();
	logic Sig_nextInst;  
	logic rst;  
	logic [31:0] MAR;  
	Fetch DUT (Sig_nextInst,rst,MAR);
	initial begin
	   #20;
		Sig_nextInst =1;#10;
		Sig_nextInst =0;#10;	
		Sig_nextInst =1;#10;
		Sig_nextInst =0;#10;	
		Sig_nextInst =1;#10;
		Sig_nextInst =0;#10;
		rst = 0; #10;
		Sig_nextInst =1;#10;
		Sig_nextInst =0;#10;	
		Sig_nextInst =1;#10;
		Sig_nextInst =0;#10;
		rst = 1; #10;
		Sig_nextInst =1;#10;
		Sig_nextInst =0;#10;	
		Sig_nextInst =1;#10;
		Sig_nextInst =0;#10;
		rst = 0; #10;
		Sig_nextInst =1;#10;
		Sig_nextInst =0;#10;	
		Sig_nextInst =1;#10;
		Sig_nextInst =0;#10;
		rst =1; Sig_nextInst =1;#10;   
		Sig_nextInst =0;#10;
		Sig_nextInst =1;#10;
		Sig_nextInst =0;#10;	
		Sig_nextInst =1;#10;
		Sig_nextInst =0;#10;
	end
endmodule
==> flow/run.sh <==
#!/bin/bash
# OpenROAD 26Q1-2900-gdf79404cd8, Yosys 0.63+post, stock flow scripts
make -C /OpenROAD-flow-scripts/flow DESIGN_CONFIG=/design/flow/config.mk WORK_HOME=/design/flow/orfs finish
==> flow/config.mk <==
export PLATFORM = sky130hd
export DESIGN_NAME = Fetch
export DESIGN_NICKNAME = Fetch
export VERILOG_FILES = /design/flow/design.v
export SDC_FILE = /design/flow/constraint.sdc
export NUM_CORES = 4
export LEC_CHECK = 1
export CORE_AREA = 10 10 108 108
export DIE_AREA = 0 0 118 118
==> flow/constraint.sdc <==
current_design Fetch

set clk_period 4.0
set clk_io_pct 0.2

create_clock -name clk0 -period $clk_period [get_ports {Sig_NextInst}]

set non_clock_inputs [all_inputs -no_clocks]
set_input_delay [expr $clk_period * $clk_io_pct] -clock clk0 $non_clock_inputs
set_output_delay [expr $clk_period * $clk_io_pct] -clock clk0 [all_outputs]
==> notes.md <==
impl run done, here's what came out: CP Capture Type=primary output, die y size=between 100 and 150 um, Critical path origin=PC[16], Final setup viols=0, Endpoint, Worst Hold=PC[31], ys flops=30, Post-Route Skew=between 0.009 and 0.01 ns, Comb area=approximately 570 um^2, drt pass-1 iters=4, total number of yosys warnings=2, 1st-iter DRT viols=34, Via density=around 3.3, Reg2Reg Depth=5, Fill cells=~1000, outcome=finished, final reports clean, Synth Seq Share=between 50% and 60%, max reg flops=30, cell area after synthesis=1340 um^2, internal power=around 0.44 mW, Max Freq=about 490 MHz, wire length per cell=10.5 um, Crit path depth=1, Total Power=0.559 mW, worst reg2reg path endpoint=PC[28], hold slack=~0.47 ns, tool warnings=25, Hold Path Cell Cnt=1, core box area=9280 um^2, vias=943, critical path type=flop to primary output, layout cells sized above 1=under 10%, relative slew slack=between 60 and 70%, crit-path max FO=7, Tcrit/Tclk final=between 50 and 60%, RSZ-0062 raised after global routing=no, Clock power frac=roughly 44%, Hold-fix buffers, CTS=0, Clock transition at path regs=0.06 ns, floorplan utilization=between 10 and 15%, GP Congestion=around 0.76, DIE WIDTH=~120 um, total congestion overflow=0, register share of total power=roughly 54%, first-pass GRT wire length=~4.9 mm, Flop area=between 700 and 800 um^2, crit path DAT=~1.3 ns, Crit path max-delay family=buffers and inverters, Basic Gates by Area=22.4%, mux frac, synth=0%, Post-DRT Antenna Nets=0, clock sink count=30, Top logic family=simple AND/OR/NAND/NOR gates, peak supply drop=about 110 uV, RR Startpoint=PC[2], Distinct lib cells used=20, vias in the first global route=a little over 900, CTS root buf=clkbuf_8, total track usage=under 10%, number of cells in Yosys stat=between 100 and 150, Avg Cell Area, Syn=around 12 um^2, diode count=0, Rows=35, critical path's largest stage delay=0.51 ns, xor/xnor share=18.3%, Gate power share=under 10%, cts repair resizes=0, max-cap violation count=0, pins over their slew limit=0, FA/HA/MAJ Cells, Area Fraction=less than 1%, Slew @ Worst Pin=around 0.5 ns, Critical Path Start Type=flop, Worst path slowest cell=clkdlybuf4s50_1, PortBufs=31, Die ar.=between 10000 and 15000 um^2, P per Cell Area=slightly below 300 nW/um^2, switching part of the total=around a fifth, min-delay src=PC[31], Psw=0.115 mW, CP required=roughly 3.2 ns, AO/OA Area Share=0%, Hold/Removal Path Class=flop to flop, largest net degree at the start of global routing=31, I/O Pins=34, Num CTS Buffers=5, Post-CTS Setup Bufs=0, leakage power total=between 0.8 and 0.9 nW, worst-path cell chain=clkdlybuf4s50_1, yosys synthesis chip area=1340 um^2, Final Hold Vio Count=0, H-Tree Depth=2, Mapped Cells=115, min Tclk post-route=about 2.0 ns, Late-Pin Clk Latency=roughly 0.28 ns, setup TNS=0 ns, worst path bufs/invs=1, setup slack, reg-to-reg=2.25 ns, post-DP HPWL=~2.3 mm, initial antenna violation count=0, Bufs on Longest Clock Path=2, CTS tree=yes, synth-to-layout area growth=41.8%, Total Wirelength=between 2 and 3 mm, # DRC=0
area by class of cell:
| type | count | share of cell area (%) |
|---|---|---|
| Multi-Input combinational cell | 81 | 29.8 |
| Sequential cell | 30 | 39.6 |
| Timing Repair Buffer | 32 | 16.7 |
| Clock inverter | 1 | 0.264 |
| Tap cell | 129 | 8.50 |
| Clock buffer | 7 | 4.55 |
| Inverter | 3 | 0.593 |
kinds of logic after synthesis:
kind of cell | after synthesis
flip-flops | 30
AND/OR/NAND/NOR | 50
buffers and inverters | 5
other | 1
XOR/XNOR | 28
adder cells (fa/ha/maj) | 1
stage by stage:
step	util [%]	std cells	setup slack (ns)	area [um^2]
2_1_floorplan	-	116	2.51	1340
3_3_place_gp	19.5	275	2.25	1810
3_5_place_dp	19.5	275	2.23	1810
4_1_cts	20.4	283	1.94	1900
5_1_grt	20.4	283	1.88	1900
6_report	20.4	283	1.95	1900
cell usage after synthesis, drive strengths merged:
| cell type | n | area [um^2] |
|---|---|---|
| and3 | 2 | 12.5 |
| or2 | 2 | 12.5 |
| and2 | 1 | 6.26 |
| nand4 | 10 | 68.8 |
| xor2 | 7 | 61.3 |
| xnor2 | 21 | 184 |
| nor2 | 7 | 26.3 |
| nor4 | 2 | 42.5 |
| buf | 2 | 15.0 |
| inv | 3 | 11.3 |
| ha | 1 | 12.5 |
| dfrtp | 30 | 751 |
| nor3 | 3 | 15.0 |
| nand2 | 10 | 37.5 |
| nand3 | 11 | 60.1 |
| conb | 1 | 3.75 |
| and4 | 2 | 18.8 |
per-layer routing:
metal	vias up	track usage [%]	share of wire, %
met5	-	0	0
met4	0	0.541	1.2
met3	4	2.09	9.2
met2	29	6.15	42
met1	439	6.08	47
li1	471	-	-
placed cells by master, fill, tap and decap left out:
cell type,count
clkinv_2,1
nor2_1,7
clkdlybuf4s50_1,31
and4_1,1
nor3_1,3
or2_2,2
and4_2,1
xnor2_1,21
clkbuf_1,1
ha_1,1
and2_1,1
nand3_1,10
dfrtp_1,30
nor4_4,2
nand4_2,1
inv_1,3
conb_1,2
and3_1,2
nand3_2,1
nand4_1,9
xor2_1,7
clkbuf_8,6
buf_4,1
nand2_1,10
worst max path at each step:
stage                      to  slack [ns]
final                 MAR[16]        1.95
after CTS             MAR[22]        1.94
after global routing  MAR[22]        1.88
power groups by stage:
stage                 Sequential [mW]  Clock [mW]  Combinational, mW
after CTS                       0.303       0.257            0.00846
after global routing            0.303       0.274            0.00933
final                           0.303       0.248            0.00757
No activity file was given, so power comes from the tool's default toggle rates.
